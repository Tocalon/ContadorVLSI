===== design/flow/run.sh =====
#!/bin/bash
# OpenROAD 26Q1-2900-gdf79404cd8, Yosys 0.63+post, stock flow scripts
make -C /OpenROAD-flow-scripts/flow DESIGN_CONFIG=/design/flow/config.mk WORK_HOME=/design/flow/orfs finish

===== design/flow/config.mk =====
export PLATFORM = sky130hd
export DESIGN_NAME = Contador
export DESIGN_NICKNAME = Contador
export VERILOG_FILES = /design/flow/design.v
export SDC_FILE = /design/flow/constraint.sdc
export NUM_CORES = 4
export LEC_CHECK = 1
export CORE_AREA = 10 10 99 99
export DIE_AREA = 0 0 109 109

===== design/flow/constraint.sdc =====
current_design Contador

set clk_period 3.6
set clk_io_pct 0.2

create_clock -name clk0 -period $clk_period [get_ports {CLK}]

set non_clock_inputs [all_inputs -no_clocks]
set_input_delay [expr $clk_period * $clk_io_pct] -clock clk0 $non_clock_inputs
set_output_delay [expr $clk_period * $clk_io_pct] -clock clk0 [all_outputs]

===== design/flow/design.v =====
module Contador#(parameter N=16)(
    input CLK,
    input ENB,
    input [15:0] D,
    input [1:0] MODO,
    output wire [15:0] Q,
    output reg RCO,
    output reg Paridad
);
    wire [3:0] D_reg[N/4-1:0];
    wire [3:0] Q_reg[N/4-1:0];
    wire RCO_reg[N/4-1:0];
    wire Paridad_reg[N/4-1:0];
    genvar i;
    generate
        for (i = 0; i < N/4; i = i + 1) begin : inst_counter
            assign D_reg[i] = D[i*4 +: 4];
counter uut (
    .CLK(CLK),
    .ENB(
    (i == 0) ?
  (
    (MODO == 2'b00 || MODO == 2'b10 || MODO == 2'b11) ?
    (
      (Q_reg[0] == 4'b0000 && Q_reg[1] == 4'b0000 &&
      Q_reg[2] == 4'b0000 && Q_reg[3] == 4'b0000) ?
      1'b1 : ENB
    ) :
    (
      (Q_reg[0] == 4'b0000 && Q_reg[1] == 4'b0000 &&
      Q_reg[2] == 4'b0000 && Q_reg[3] == 4'b0000) ?
      1'b0 : ENB
    )
  )
  :
  (
    (MODO == 2'b01 && Q_reg[i] == 4'b0000) ?
    1'b0 : RCO_reg[i-1]
  )
),
    .MODO((i == 0) ? MODO : ((MODO == 2'b10) ? 2'b00 : MODO)),
    .D(D_reg[i]),
    .Q(Q_reg[i]),   
    .RCO(RCO_reg[i]),
    .Paridad(Paridad_reg[i])
);
            assign Q[i*4 +: 4] = Q_reg[i];
        end
    endgenerate
    always @(posedge CLK) begin
        RCO <= RCO_reg[N/4-1];  
    end
    always @* begin
        Paridad <= Paridad_reg[0] ^ Paridad_reg[1] ^ Paridad_reg[2] ^ Paridad_reg[3];
    end
endmodule
module counter(
    input CLK,
    input ENB,
    input [3:0] D,
    input [1:0] MODO,
    output reg [3:0] Q,
    output reg RCO,
    output reg Paridad
);
    always @(posedge CLK) begin
        if (ENB == 1) begin
            case (MODO)
                2'b00: Q <= Q + 1;  
                2'b01: Q <= Q - 1;  
                2'b10: Q <= Q + 3;  
                2'b11: Q <= D;       
                default: Q <= Q;
            endcase
        end else begin
            Q = Q;
        end
    end
    always @(posedge CLK) begin
        if (ENB == 1) begin
            Paridad <= Paridad ^ Q[0] ^ Q[1] ^ Q[2] ^ Q[3];
        end
    end
    always @* begin
        if (Q == 4'b1111) begin
            RCO <= 1;
        end else begin
            RCO <= 0;
        end
    end
endmodule

==> datasheet_impl.txt <==
Implementation parameters

Parameter                              Value

Timing
  Final hold vios .................. 0
  Final setup violating endpoints .................. 0
  Accumulated negative setup slack .................. 0 ns
  Ratio of final minimum period to clock period .................. 0.754
  Relative slew slack .................. 0.479
  Worst Max-Slew Pin Slew .................. slightly below 0.8 ns
  Maximum clock frequency .................. 0.368 GHz
  Final critical delay including setup and external delays .................. 2.72 ns
  Number of pins exceeding their max-slew limit in the final report .................. 0
  RSZ-0062 raised after global routing .................. no
  Final worst clock skew .................. roughly 0.0045 ns

Critical path
  Total buffers and inverters traversed by the critical path .................. 1
  Most numerous cell on the critical path .................. sky130_fd_sc_hd__ha_1
  Cell class contributing the biggest share of worst-path delay .................. adder cells
  Data arrival time of the worst path .................. between 2 and 3 ns
  Stage delay of the slowest cell on the critical path .................. 0.60 ns
  Type of origin of the critical path .................. primary input
  Depth of the most critical reg-to-reg path .................. 3
  Category of the critical setup timing path .................. primary input to register
  Maximum net fanout on the critical path .................. 13
  Required arrival time at the worst endpoint .................. roughly 3.6 ns
  Slowest stage cell on the critical path .................. sky130_fd_sc_hd__ha_1
  Critical-path cell list .................. clkdlybuf4s50_1 -> ha_1 -> ha_1 -> a21oi_1 -> xnor2_1 -> mux2_2
  Type of element capturing the critical path .................. register
  CP Depth .................. 6

Placement
  Post-detailed-placement half-perimeter wirelength .................. ~2800 µm
  IO Port Bufs .................. 37
  Total cell area at the placement stage .................. about 2000 µm²
  Placed Cells .................. around 260
  Final GP Congestion .................. 0.791

Logic synthesis
  Number of synthesis warnings .................. 2
  Post-synthesis cell type count .................. 27
  Cell area leaders .................. sky130_fd_sc_hd__edfxtp_1 41%, sky130_fd_sc_hd__xnor2_1 15%, sky130_fd_sc_hd__ha_1 6.8%, sky130_fd_sc_hd__fa_1 5.4%, sky130_fd_sc_hd__mux2_2 4.6%
  Yosys stat chip area .................. 1480 µm²
  Synth Cell Area .................. roughly 1500 µm²
  Biggest area consumer among synthesized cells .................. sky130_fd_sc_hd__edfxtp_1
  Yosys Instances .................. between 100 and 150
  Count of mapped cells out of synthesis .................. ~130
  Area share of the largest cell type after synthesis .................. 0.405
  Synthesized area divided by synthesized cell count .................. approximately 12 µm²
  Flop and latch count out of synthesis .................. 21
  Sequential-to-total area share from yosys stat .................. 0.419

Final layout
  Area of all placed cells without fillers .................. 2010 µm²
  Layout Area Growth over Synthesis .................. 35.6%
  Final cell count without fillers .................. roughly 270
  Max reg flops .................. 16
  Number of filler cells placed in the layout .................. ~810
  Ratio of cells with drive above 1 in the final layout .................. 0.0982

Clock network
  Clock network latency to the later pin of the worst-skew pair .................. roughly 0.26 ns
  CTS tree .................. done
  Quantity of gates resized following cts .................. 0
  H-tree level count .................. 1
  Clock transition at the register clock pins on the worst setup and hold paths after CTS .................. approximately 0.080 ns
  Setup Fix Bufs, Post-CTS .................. 0
  Sinks on Clock Net .................. 21
  Number of buffers on the longest clock path .................. 2
  Clock Root Buffer .................. sky130_fd_sc_hd__clkbuf_8
  Total CTS buffers .................. 3
  Cts-stage hold buffer count .................. 0

Drt
  DR pass1 iterations .................. 4
  DR DRC count .................. 0
  Via count of the routed design .................. 1038
  Routed length per placed instance .................. roughly 13 µm
  Average via count per standard cell .................. between 3 and 4
  Antenna diode count .................. 0
  Initial DRC count .................. 37
  Total wire length .................. around 3500 µm
  ANT nets after route .................. 0

Floorplanning
  CORE AREA .................. 7730 µm²
  Starting utilization of the core area .................. 0.192
  Die boundary width .................. approximately 110 µm
  Number of ports placed on the die boundary .................. 38
  Die outline area .................. ~12000 µm²
  Vertical die dimension .................. 109 µm
  Number of cell rows .................. 32

Job
  Number of warning messages in the logs .................. 27
  Max-capacitance violation count .................. 0

Power
  Static Leak .................. around 0.7 nW
  Max IR drop VDD .................. slightly above 0.0001 V
  Power density over cell area .................. ~340 nW/µm²

GRT
  Total global routing overflow .................. 0
  Wire length of the first global-routing pass .................. ~5700 µm
  Largest net degree at the start of global routing .................. 14
  Tot GR Track Use .................. 0.0599
  Vias in the first global route .................. ~1.1k
  Initial antenna violation count .................. 0

Min path
  Class of the worst hold path .................. register to register
  Min-Delay Path Depth .................. 1

Outcome
  Result of the run .................. finished, final reports clean
-- placed cells by master (no fill, tap or decap), drive strengths merged, types with 2 or more instances in the layout --
cell type	instances
o21ai	10
xor2	7
xnor2	26
mux2	7
fa	4
nor4	4
inv	3
nand2	9
edfxtp	20
a21o	3
clkdlybuf4s50	37
a22oi	2
nand4	4
ha	8
a21oi	6
clkbuf	4
-- per-layer routing --
metal  track usage  routed length, µm  part of all wire  up-vias
met4        0.0104                 42             0.012        0
met1        0.0845               1680              0.48      482
met5             0                  0                 0        -
met3        0.0179                255             0.073        2
met2        0.0908               1530              0.44       32
li1              -                  -                 -      522
-- where the power goes --
group,total [mW],internal (mW),switching (mW)
sequential,0.331,0.301,0.0307
clock,0.156,0.0788,0.0771
combinational,0.205,0.134,0.0711
total,0.692,0.514,0.179
-- stage by stage --
stage                     power, mW  utilization  setup WS, ns  hold slack [ns]
after floorplan               0.462            -          1.27            0.600
after global placement        0.544        0.254         0.639            0.691
after detailed placement      0.548        0.254         0.584            0.706
after CTS                     0.703        0.260         0.869            0.723
after global routing          0.738        0.260         0.762            0.759
final                         0.692        0.260         0.884            0.720
-- worst register-to-register path, cell delays in order, from the launching register on --
cell,delay (ns)
sky130_fd_sc_hd__edfxtp_1,0.52
sky130_fd_sc_hd__nor4_1,0.48
sky130_fd_sc_hd__nand4_1,0.16
sky130_fd_sc_hd__o21ai_0,0.65
-- cells in the mapped netlist --
cell type	n
sky130_fd_sc_hd__xnor2_1	26
sky130_fd_sc_hd__edfxtp_1	20
sky130_fd_sc_hd__o21ai_0	10
sky130_fd_sc_hd__nand2_1	9
sky130_fd_sc_hd__ha_1	8
sky130_fd_sc_hd__a21oi_1	6
sky130_fd_sc_hd__mux2_2	6
sky130_fd_sc_hd__xor2_1	5
sky130_fd_sc_hd__fa_1	4
sky130_fd_sc_hd__nand4_1	4
sky130_fd_sc_hd__nor4_1	4
sky130_fd_sc_hd__a21o_1	3
sky130_fd_sc_hd__inv_1	3
sky130_fd_sc_hd__a22oi_2	2
sky130_fd_sc_hd__clkbuf_1	2
sky130_fd_sc_hd__xor2_2	2
sky130_fd_sc_hd__a31oi_1	1
sky130_fd_sc_hd__and2_1	1
sky130_fd_sc_hd__and4_1	1
sky130_fd_sc_hd__buf_2	1
sky130_fd_sc_hd__buf_6	1
sky130_fd_sc_hd__dfxtp_1	1
sky130_fd_sc_hd__mux2_4	1
sky130_fd_sc_hd__nand2b_2	1
sky130_fd_sc_hd__nor2_1	1
sky130_fd_sc_hd__or2b_1	1
sky130_fd_sc_hd__or3_1	1
-- final cells by class --
class	instances	area, µm²	area share
Multi-Input combinational cell	97	826	0.411
Tap cell	102	128	0.0636
Inverter	3	11.3	0.00561
Timing Repair Buffer	38	378	0.188
Clock buffer	4	45.0	0.0224
Sequential cell	21	621	0.309
-- path summary, 6_finish.rpt --
path,slack (ns),start,endpoint
worst max-delay path,0.88,MODO[0],inst_counter[0].uut.Q[3]
worst min-delay path,0.72,inst_counter[3].uut.Q[1],RCO
worst max register to register,1.43,inst_counter[3].uut.Q[0],inst_counter[0].uut.Paridad
worst min register to register,0.72,inst_counter[3].uut.Q[1],RCO
-- kinds of logic (layout without fill, tap and decap cells) --
family / after synthesis / count (layout) / synth area share
simple gates: 23 / 23 / 0.0845
compound gates: 22 / 22 / 0.0904
fa+ha+maj: 12 / 12 / 0.122
buf+inv: 7 / 45 / 0.0236
mux: 7 / 7 / 0.0557
flops: 21 / 21 / 0.419
xor+xnor: 33 / 33 / 0.205
Power is estimated from default activity; no workload was simulated.
